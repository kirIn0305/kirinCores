`/design/flow/constraint.sdc`:
```
current_design lbuPtrUpdater

set clk_period 10.9
set clk_io_pct 0.2

create_clock -name clk0 -period $clk_period

set non_clock_inputs [all_inputs -no_clocks]
set_input_delay [expr $clk_period * $clk_io_pct] -clock clk0 $non_clock_inputs
set_output_delay [expr $clk_period * $clk_io_pct] -clock clk0 [all_outputs]
```
`/design/flow/design.v`:
```
module lbuPtrUpdater #(
    parameter p_mode = 3,
    parameter p_stride = 8,
    parameter p_START = 24,
    parameter p_END = 24,
    parameter p_ptr= 24,
    parameter p_PtrOpNone = 3'd0,
    parameter p_PtrOpRst = 3'd1,
    parameter p_PtrOpIncr = 3'd2,
    parameter p_PtrOpDecr = 3'd3,
)
(
    input wire [p_mode-1:0] mode,    
    input wire waEn,  
    input wire lbsetEn,  
    input wire signed [p_stride-1:0] stride,
    input wire signed [p_START-1:0] ptr_start,
    input wire signed [p_END-1:0] ptr_end,
    input wire signed [p_ptr-1:0] r_ptr,
    output wire signed [p_ptr-1:0] lbuIDPtrUpd
);
    wire decrementEn;
    wire signed [p_stride-1:0] stride_mux0;  
    wire signed [p_ptr-1:0] ptr_update;
    wire flagWrapStartOver;
    wire flagWrapEndOver;
    wire [p_ptr-1:0] ptr_afterWAEnd;  
    wire selPtrFinal;  
    wire [p_ptr-1:0] ptr_out;  
    assign decrementEn = (mode == p_PtrOpDecr);
    assign stride_mux0 = (decrementEn)? -stride : stride;
    assign ptr_update = r_ptr + stride_mux0;
    assign flagWrapEndOver = (ptr_end < r_ptr) & waEn;
    assign ptr_afterWAEnd = (flagWrapEndOver)? ptr_end : ptr_update;
    assign flagWrapStartOver = (r_ptr < ptr_start) && waEn;
    assign selPtrFinal = flagWrapStartOver | lbsetEn | (mode == p_PtrOpRst);
    assign lbuIDPtrUpd = (selPtrFinal)? ptr_start : ptr_update;
endmodule
```
`/design/flow/run.sh`:
```
#!/bin/bash
# OpenROAD 26Q1-2900-gdf79404cd8, Yosys 0.63+post, stock flow scripts
make -C /OpenROAD-flow-scripts/flow DESIGN_CONFIG=/design/flow/config.mk WORK_HOME=/design/flow/orfs finish
```
`/design/flow/config.mk`:
```
export PLATFORM = sky130hd
export DESIGN_NAME = lbuPtrUpdater
export DESIGN_NICKNAME = lbuPtrUpdater
export VERILOG_FILES = /design/flow/design.v
export SDC_FILE = /design/flow/constraint.sdc
export NUM_CORES = 4
export LEC_CHECK = 1
export CORE_UTILIZATION = 40
```
==> flow_summary.ini <==
; implementation run metrics
[run_status]
status = finished clean

[final_timing]
relSlewSlack_pct = 55.38
fmaxAchievable_mhz = 120.4
fin_crit_sh_pct = 76.21
worst_slew_pin_slew_ps = 669.3
setup_viol = 0
rsz0062_at_grt = no
setup-tns-final_ps = 0
slew_violations = 0
fin_hold_ws_ps = 5291
hold_viol = 0
min_period_ps = 8307

[detailed_routing]
finalWirelength_mm = 5.459
drt-vias-per-instance = 5.126
wl_per_cell_um = 12.08
via_count = 2317
ant_nets = 0
diodes = 0
drc = 0
drtIter0Drc = 74
drt_first_pass_iters = 4

[cells_and_area]
drive_gt1_share_pct = 2.078
n_clock_buffer = 0
final_area_sq_um = 2988
final-comb-area_sq_um = 1922
area_growth_pct = 44.29
regArea_sq_um = 0
nFillCells = 466
design.seq.count = 0

[worst_hold_path]
holdCritPathClass = input port to output port

[setup_path]
cp.required_ps = 8720
crit_fanout = 17
cp.arrival_ps = 6130
startpoint_type = input port
end_kind = output port
critical_path_class = input port to output port

[synth]
ys_chip_area_sq_um = 2071
syn-cell-area_sq_um = 2071
syn_avg_cell_area_sq_um = 6.812
synthDistinctLibCells = 42
post-synth-top-area-cell = ha_1
synth.top_cells.by_area = ha_1 (29%), a21oi_1 (7.7%), nand2_1 (7.3%)
synth_seq_share_pct = 0
ys_cells = 304
top_cell_area_share_pct = 29.00
ys_warn_count = 0
netlist_instances = 304

[run]
cap_violations = 0
warnings = 58

[floorplan]
die_w_um = 73.95
ios = 109
fp.dieH_um = 73.95
row_count = 25
die-area_sq_um = 5469
fp_util_pct = 42.71
core_sq_um = 4848

[placement]
io_buffers = 85
dpl_cell_area_sq_um = 2988
hpwl_mm = 4.728
gp_congestion = 0.8581

[clock_network]
post_cts_resize_count = 0
postCtsSetupRepairBufs = 0
ctsHoldBuffers = 0

[power_and_ir_drop]
finalPower_uw = 175.9
p_leak_nw = 1.403
power_density_nw_per_um2 = 58.86
ir_drop_uv = 25.57

[global_routing]
grt_pass1_wl_mm = 9.052
grt_overflow = 0
antenna_found_initial = 0
grt_start_max_net_pins = 34
grt.total_usage_pct = 20.95
grt_pass1_vias = 2064
cells in the mapped netlist (2+ instances only):
| cell | count |
|---|---|
| a211oi_1 | 5 |
| inv_1 | 33 |
| a21oi_1 | 32 |
| o211ai_1 | 3 |
| o21ai_0 | 30 |
| o21a_1 | 2 |
| a21o_1 | 10 |
| nand2_1 | 40 |
| a221o_1 | 2 |
| buf_2 | 4 |
| nor3_1 | 5 |
| nor3b_1 | 2 |
| o31ai_1 | 3 |
| and3_1 | 5 |
| xnor2_1 | 9 |
| o221ai_1 | 2 |
| a41oi_1 | 2 |
| ha_1 | 48 |
| a31oi_1 | 5 |
| nand3_1 | 2 |
| o21bai_1 | 4 |
| nand2b_1 | 2 |
| mux2_2 | 3 |
| xor2_1 | 14 |
| nor2_1 | 17 |
| nand4_1 | 4 |
cell families (layout without fill, tap and decap cells):
group           Yosys count  in the layout  synth area share, %
simple gates             82             82                17.82
xor+xnor                 23             23                9.728
mux                       3              3                1.631
compound gates          109            109                33.66
buf+inv                  38            119                7.190
fa+ha+maj                49             49                29.97
cells in the final DEF (no fill, tap or decap), types with 2 or more instances in the layout:
| master | instances |
|---|---|
| a21oi_1 | 32 |
| nand2b_1 | 2 |
| xnor2_1 | 9 |
| o31ai_1 | 3 |
| nand3_1 | 2 |
| a21o_1 | 10 |
| o21a_1 | 2 |
| a221o_1 | 2 |
| a211oi_1 | 5 |
| mux2_2 | 3 |
| o221ai_1 | 2 |
| nor3_1 | 5 |
| nand2_1 | 40 |
| ha_1 | 48 |
| nor2_1 | 17 |
| nand4_1 | 4 |
| o211ai_1 | 3 |
| and3_1 | 5 |
| o21ai_0 | 30 |
| a31oi_1 | 5 |
| inv_1 | 33 |
| xor2_1 | 14 |
| nor3b_1 | 2 |
| a41oi_1 | 2 |
| clkdlybuf4s50_1 | 85 |
| o21bai_1 | 4 |
worst paths after layout:
| path | start | to | slack (ps) | depth (start not counted) |
|---|---|---|---|---|
| worst max-delay path | stride[1] | lbuIDPtrUpd[21] | 2590 | 14 |
| worst min-delay path | ptr_start[18] | lbuIDPtrUpd[18] | 5290 | 4 |
critical path, stage by stage:
cell             delay (ps)
clkdlybuf4s50_1         440
nor3_1                  330
a31oi_1                 150
xor2_1                  160
buf_4                   220
ha_1                    430
nand2_1                  80
o21ai_0                 180
nor2_1                   80
a211oi_1                510
a41oi_1                 370
o2111a_1                330
a221o_1                 260
clkdlybuf4s50_1         410
cell type report:
type               instances  share of cell area (%)
multi-input cells        266                   64.32
well taps                 67                   2.806
inverters                 33                   4.146
repair buffers            86                   28.73
where the power goes:
group          internal [mW]  switching (mW)
Clock                      0               0
Sequential                 0               0
Combinational         0.0959          0.0800
Total                 0.0959          0.0800
metrics by stage:
step | std cells | worst slack, ps | utilization [%]
global route | 452 | 2270 | 61.63
floorplan | 304 | 3509 | -
CTS | 452 | 2539 | 61.63
global placement | 452 | 2532 | 61.63
detailed placement | 452 | 2539 | 61.63
finish | 452 | 2593 | 61.63
metal layers:
layer	part of all wire, %	track usage [%]	vias to the layer above	routed length [um]
met1	53	32.18	977	2870
met2	42	34.24	60	2300
met3	5.3	1.648	0	289
met5	0	0	-	0
met4	0	0	0	0
li1	-	-	1280	-
No activity file was given, so power comes from the tool's default toggle rates.
